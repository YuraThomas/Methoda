===== design.v =====
module ALU_2 (
	input [2:0] Upr_ALU,
	input [31:0] A,
	input [31:0] B,
	output C,
	output [31:0] Out_ALU
);
wire [31:0] or_mux;
wire [31:0] and_mux;
wire [31:0] A_shift_1;
wire A_eq_B;
wire A_more_B;
assign A_shift_1 = {A[30:0], 1'b0};
assign Out_ALU = (Upr_ALU == 3'd0) ? 32'b0:
					  (Upr_ALU == 3'd1) ? A+B:
					  (Upr_ALU == 3'd2) ? A-B:
					  (Upr_ALU == 3'd3) ? and_mux:
					  (Upr_ALU == 3'd4) ? or_mux:
					  (Upr_ALU == 3'd5) ? 32'b0:
					  (Upr_ALU == 3'd6) ? 32'b0: A_shift_1;
assign A_more_B = (A > B) ? 1'b1 : 1'b0;
assign A_eq_B = (A == B) ? 1'b1 : 1'b0;
assign C = (Upr_ALU == 3'd5) ? A_more_B:
			  (Upr_ALU == 3'd6) ? A_eq_B: 1'b0;
or_32_b or_ALU (
	.A(A),
	.B(B),
	.out_or(or_mux)
);
and_32_b and_ALU (
	.A(A),
	.B(B),
	.out_and(and_mux)
);					
endmodule
module and_32_b (
	input [31:0] A,
	input [31:0] B,
	output [31:0] out_and
);
assign out_and = A & B;
endmodule
module or_32_b (
	input [31:0] A,
	input [31:0] B,
	output [31:0] out_or
);
assign out_or = A | B;
endmodule

===== run.sh =====
#!/bin/bash
# OpenROAD 26Q1-2900-gdf79404cd8, Yosys 0.63+post, stock flow scripts
make -C /OpenROAD-flow-scripts/flow DESIGN_CONFIG=/design/flow/config.mk WORK_HOME=/design/flow/orfs finish

===== config.mk =====
export PLATFORM = sky130hd
export DESIGN_NAME = ALU_2
export DESIGN_NICKNAME = ALU_2
export VERILOG_FILES = /design/flow/design.v
export SDC_FILE = /design/flow/constraint.sdc
export NUM_CORES = 4
export LEC_CHECK = 1
export CORE_UTILIZATION = 50
export SYNTH_HDL_FRONTEND = slang

===== constraint.sdc =====
current_design ALU_2

set clk_period 15.6
set clk_io_pct 0.2

create_clock -name clk0 -period $clk_period

set non_clock_inputs [all_inputs -no_clocks]
set_input_delay [expr $clk_period * $clk_io_pct] -clock clk0 $non_clock_inputs
set_output_delay [expr $clk_period * $clk_io_pct] -clock clk0 [all_outputs]

==> flow_metrics.env <==
# physical design summary
export IMPL_status="completed"
export IMPL_peakVddDrop_v=0.0000206
export IMPL_final_seq_area_um2=0
export IMPL_postSynthSeqShare_pct=0
export IMPL_dp_slack_ps=5610
export IMPL_final_util_pct=61.2
export IMPL_grt_pass1_wl_um=30100
export IMPL_hold_path_class="input port to primary output"
export IMPL_wl_per_cell_um=17.8
export IMPL_simple_gate_share_pct=21.0
export IMPL_nClkBuffers=0
export IMPL_layout_setup_ws_ps=5540
export IMPL_drtIter0Drc=430
export IMPL_power_share_combinational_pct=100.0
export IMPL_p_per_area_nw_per_um2=36.0
export IMPL_hold_path_depth=4
export IMPL_dpl_hpwl_um=14300
export IMPL_worstMarginPinSlew_ps=897
export IMPL_fa_ha_area_share_pct=22.6
export IMPL_syn_to_final_growth_pct=16.8
export IMPL_track_usage_pct=33.1
export IMPL_fin_cells=1044
export IMPL_dr_total_vias=6481
export IMPL_log_warning_count=97
export IMPL_ant_nets=0
export IMPL_fmax_mhz=99.4
export IMPL_p_clk_share_pct=0
export IMPL_start_kind="input port"
export IMPL_hold_viol=0
export IMPL_ys_warn_count=0
export IMPL_top_area_cell="ha_1"
export IMPL_drt_wl_total_um=18500
export IMPL_gpl_final_weighted_congestion=0.952
export IMPL_crit_fanout=6
export IMPL_grt_antenna_before_repair=0
export IMPL_top_cells_by_area="ha_1 22%, a21oi_1 7.9%, inv_1 7.1%"
export IMPL_p_seq_share_pct=0
export IMPL_min_to="Out_ALU[1]"
export IMPL_ff_count=0
export IMPL_rsz0062_at_grt="false"
export IMPL_hold_buffers=0
export IMPL_setup_viol=0
export IMPL_worstPathRequired_ps=12480
export IMPL_die_x_um=107
export IMPL_post_route_period_util_pct=64.5
export IMPL_grt_max_degree=55
export IMPL_fin_crit_ps=10060
export IMPL_cts_resized=0
export IMPL_portBuffers=100
export IMPL_p_int_mw=0.102
export IMPL_hp_start="Upr_ALU[2]"
export IMPL_synth_xor_xnor_area_share_pct=1.76
export IMPL_max_slew_margin_pct=38.7
export IMPL_syn_cell_area_um2=5480
export IMPL_p_leak_nw=2.91
export IMPL_synth_cell_type_count=82
export IMPL_drive_gt1_share_pct=3.74
export IMPL_ys_sh_aoi_pct=40.6
export IMPL_max_cap_viol_count=0
export IMPL_antenna_cells=0
export IMPL_syn_area_per_cell_um2=6.48
export IMPL_switching_share_pct=55.7
export IMPL_pin_count=100
export IMPL_num_rows=37
export IMPL_grt_pass1_vias=5913
export IMPL_synth_cells=846
export IMPL_fp_util_pct=52.4
export IMPL_fillers=978
export IMPL_synthTopLogicFamily="AND-OR/OR-AND gates"
export IMPL_fp_coreArea_um2=10500
export IMPL_endpoint_kind="primary output"
export IMPL_mi_logic_area_um2=4770
export IMPL_yosysCellCount=846
export IMPL_synthTopCellsByCount="104 x inv_1, 96 x ha_1, 88 x nor2_1"
export IMPL_drv_slew=0
export IMPL_cts_setup_buffers=0
export IMPL_drc=0
export IMPL_die_h_um=107
export IMPL_synth_chip_area_um2=5480
export IMPL_most_common_cell="inv_1"
export IMPL_worstSetupPathType="input port to primary output"
export IMPL_placedCellCount=1044
export IMPL_synth_top_area_share_pct=21.9
export IMPL_synthMuxAreaShare_pct=0.936
export IMPL_arrival_ps=6940
export IMPL_setup_tns_ps=0
export IMPL_vias_per_cell=6.21
export IMPL_first_pass_iters=5
export IMPL_grt_remaining_overflow=0
export IMPL_die_area_um2=11400
export IMPL_switching_power_mw=0.128
==> per-stage QoR <==
stage / hold WS (ps) / power (mW) / instance area, um2
after floorplan: 6330 / 0.148 / 5480
after detailed placement: 7290 / 0.226 / 6400
after global placement: 7280 / 0.225 / 6400
final: 7300 / 0.230 / 6400
after global routing: 7350 / 0.254 / 6400
after CTS: 7290 / 0.228 / 6400
==> worst max-delay path by stage <==
stage,depth (start not counted),to,from,slack [ps]
final,13,Out_ALU[27],A[1],5540
after CTS,13,Out_ALU[27],A[1],5570
after global routing,13,Out_ALU[27],A[1],5260
==> power groups by stage <==
stage	Combinational, mW	Sequential (mW)	Clock [mW]
after CTS	0.228	0	0
final	0.230	0	0
after global routing	0.254	0	0
==> cells in the final DEF (no fill, tap or decap), types with 5 or more instances in the layout <==
cell / netlist / layout
inv_1: 104 / 104
clkdlybuf4s50_1: 0 / 99
ha_1: 96 / 96
nor2_1: 88 / 88
a21oi_1: 86 / 86
o21ai_0: 75 / 75
nand2_1: 62 / 62
a21o_1: 19 / 19
nor3_1: 20 / 19
nand3_1: 18 / 18
a221oi_1: 16 / 16
o22ai_1: 14 / 14
nand2b_1: 12 / 12
o211ai_1: 11 / 11
a22oi_1: 11 / 11
buf_4: 5 / 10
nor2b_1: 9 / 9
o31ai_1: 9 / 9
o21bai_1: 9 / 9
xnor2_1: 8 / 8
o221ai_1: 8 / 8
a31oi_1: 7 / 7
and2_1: 7 / 7
nand4_1: 7 / 7
o21a_1: 6 / 6
or3_1: 6 / 6
a211oi_1: 5 / 5
nor4_1: 5 / 5
==> cells by family after synthesis <==
group / after synthesis
and+or+nand+nor: 248
adders and majority gates: 98
xor gates and xnor gates: 11
muxes: 5
AOI/OAI and AO/OA: 332
buffers and inverters: 152
==> area by class of cell <==
type	count	area share, %
inverter	104	6.09
timing repair buffer	110	16.7
tap	136	2.66
multi-input combinational	694	74.5
==> routing by layer <==
layer | global-route usage (%) | vias up | wire, um
li1 | - | 3187 | -
met3 | 2.79 | 28 | 1550
met5 | 0 | - | 0
met4 | 7.63 | 0 | 363
met2 | 52.5 | 297 | 8130
met1 | 48.4 | 2969 | 8490
==> worst max-delay path, cell delays in order <==
cell             delay [ps]
clkdlybuf4s50_1         610
inv_1                   120
ha_1                    340
a21o_1                  190
a211oi_2                330
o211a_1                 370
o211ai_1                240
nand4_1                 180
nand4_1                 150
a21oi_1                 390
o21ai_0                 150
a211oi_1                240
clkdlybuf4s50_1         500
Power figures rest on the tool's default switching activity, not on a simulated workload.
