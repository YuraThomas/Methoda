==> ./run.sh <==
#!/bin/bash
# OpenROAD 26Q1-2900-gdf79404cd8, Yosys 0.63+post, stock flow scripts
make -C /OpenROAD-flow-scripts/flow DESIGN_CONFIG=/design/flow/config.mk WORK_HOME=/design/flow/orfs finish
==> ./config.mk <==
export PLATFORM = sky130hd
export DESIGN_NAME = ALU_1
export DESIGN_NICKNAME = ALU_1
export VERILOG_FILES = /design/flow/design.v
export SDC_FILE = /design/flow/constraint.sdc
export NUM_CORES = 4
export LEC_CHECK = 1
export CORE_AREA = 10 10 70 70
export DIE_AREA = 0 0 80 80
export SYNTH_HDL_FRONTEND = slang
==> ./constraint.sdc <==
current_design ALU_1

set clk_period 1.0
set clk_io_pct 0.2

create_clock -name clk0 -period $clk_period

set non_clock_inputs [all_inputs -no_clocks]
set_input_delay [expr $clk_period * $clk_io_pct] -clock clk0 $non_clock_inputs
set_output_delay [expr $clk_period * $clk_io_pct] -clock clk0 [all_outputs]
==> ./design.v <==
module ALU_1 (
	input [1:0] Upr_ALU,
	input [31:0] A,
	input [31:0] B,
	output [31:0] Out_ALU
);
wire [31:0] or_mux;
wire [31:0] and_mux;
assign Out_ALU = (Upr_ALU == 2'd0) ? 32'b0:
					  (Upr_ALU == 2'd1) ? 32'b1:
					  (Upr_ALU == 2'd2) ? or_mux: and_mux;
or_32_b or_ALU (
	.A(A),
	.B(B),
	.out_or(or_mux)
);
and_32_b and_ALU (
	.A(A),
	.B(B),
	.out_and(and_mux)
);
endmodule
module and_32_b (
	input [31:0] A,
	input [31:0] B,
	output [31:0] out_and
);
assign out_and = A & B;
endmodule
module or_32_b (
	input [31:0] A,
	input [31:0] B,
	output [31:0] out_or
);
assign out_or = A | B;
endmodule
==> job_summary.md <==
## Synthesis and layout report

| Metric | Value |
|---|---|
| CTS Hold Bufs | `0` |
| Pre-CTS setup slack | `-847 ps` |
| Yosys cell types | `10` |
| Max-slew violation count | `0` |
| Worst vdd ir | `0.165 mV` |
| Vias/cell | `4.51` |
| Critical Path Slowest Stage Cell | `o21bai_1` |
| # IOs | `98` |
| GRT Residual Overflow | `0` |
| Drt drc | `0` |
| Antenna violations before repair | `0` |
| Core ar. | `0.00342 mm^2` |
| N_diodes | `0` |
| Ys Warns | `0` |
| Placed insts | `243` |
| Die ar. | `0.00640 mm^2` |
| P per Cell Area | `375 mW/mm^2` |
| Fin crit share | `116%` |
| Most frequent cells in the layout | `dlygate4sd2_1 (64), buf_2 (33), nand2_1 (31), a21boi_2 (29), o21bai_4 (25)` |
| Part of the power in registers | `0%` |
| Cells after Synth | `102` |
| Unrepaired setup endpoints after global routing | `yes` |
| FP Core Util | `22.4%` |
| Crit path largest cell delay | `140 ps` |
| Top cell by count, worst path | `buf_12` |
| Final WS setup | `-155 ps` |
| Data arrival, critical path | `960 ps` |
| Critical Path Sink Type | `primary output` |
| Layout Cells excl Fill | `252` |
| Total power | `753 uW` |
| Sequential Area | `0 um^2` |
| Logic gate share of total power | `100.0%` |
| Post-DP HPWL | `2.98 mm` |
| Detailed Routing Iterations Pass 1 | `3` |
| Crit path buffers/inverters | `4` |
| Port bufs | `98` |
| Site Rows | `21` |
| CP top delay family | `buffers and inverters` |
| Yosys stat cell total | `102` |
| Net Sw Power | `277 uW` |
| Clock buffers | `0` |
| Die Width | `80 um` |
| Crit path kind | `input pin to primary output` |
| GPL Wtd Cong | `0.748` |
| OpenROAD warnings | `34` |
| First-pass GRT wire length | `6.04 mm` |
| Internal | `476 uW` |
| Layout area overhead | `162%` |
| CP required | `800 ps` |
| Status | `finished with violations` |
| GRT Total Usage | `11.5%` |
| Final Setup Violations | `32` |
| Synth Seq Share | `0%` |
| Vias | `1,136` |
| Worst-path fanout max | `8` |
| Clock network power share | `0%` |
| Switching power share of the total | `36.8%` |
| Initial DRC Count | `10` |
| CP cell instances | `buf_8 -> buf_12 -> buf_12 -> o21bai_1 -> a21boi_1 -> buf_2` |
| Leakage | `0.933 nW` |
| Routed wire length | `3.97 mm` |
| Peak Freq | `865 MHz` |
| Flops | `0` |
| Largest net degree at the start of global routing | `12` |
| Slew HR | `89.8%` |
| Final Util | `58.8%` |
| Synth top area share | `42.6%` |
| Max cap viols | `0` |
| Largest area contributor in the netlist | `a21boi_2` |
| Top post-synthesis cells by area | `a21boi_2 (43%), o21bai_1 (29%), nand2_1 (15%)` |
| Dominant logic cell type in the layout | `dlygate4sd2_1` |
| Chip height | `80 um` |
| Avg Cell Area, Syn | `7.51 um^2` |
| Final Critical Period | `1160 ps` |
| Endpoints failing hold | `0` |
| Vias in the first global route | `1,135` |
| Startpoint types | `input pin` |
| Actual slew at the worst max-slew pin | `152 ps` |
| Share of layout cells above drive strength 1 | `48.5%` |
| Syn Std Cell Area | `766 um^2` |
| Detailed-route wire length per cell | `15.8 um` |
| Yosys chip area | `766 um^2` |
| Worst hold path type | `input pin to primary output` |
| Violated checks | `setup timing` |
| Final ANT Viol Nets | `0` |
worst paths after layout:
check | start | to | slack [ps] | cells after the start
worst min-delay path | Upr_ALU[1] | Out_ALU[0] | 810 | 4
worst max-delay path | Upr_ALU[0] | Out_ALU[31] | -160 | 6
cells in the mapped netlist:
cell type / n
a21boi_0: 1
a21boi_1: 2
a21boi_2: 29
buf_2: 3
buf_6: 3
mux2i_1: 1
nand2_1: 31
o21ai_0: 1
o21bai_1: 30
o21bai_2: 1
logic make-up after synthesis:
logic type             Yosys count  share of synthesized area (%)
buffers and inverters            6                           6.37
and+or+nand+nor                 31                           15.2
muxes                            1                           1.31
AOI/OAI and AO/OA               64                           77.1
power by group through the flow:
| stage | combinational (mW) | clock (mW) | sequential, mW |
|---|---|---|---|
| 6_report | 0.753 | 0 | 0 |
| 5_1_grt | 0.819 | 0 | 0 |
| 4_1_cts | 0.687 | 0 | 0 |
per-stage QoR:
step	setup TNS (ps)	hold WS (ps)	cell area [um^2]
6_report	-3800	805	2010
2_1_floorplan	0	471	766
3_5_place_dp	-25860	1340	1800
5_1_grt	-5020	861	2010
3_3_place_gp	-25660	1350	1800
4_1_cts	-4100	818	1850
layer usage:
metal | vias to the layer above | wire [um] | global-route usage (%)
met3 | 2 | 358 | 3.64
met1 | 499 | 1700 | 15.0
met2 | 53 | 1890 | 18.7
met5 | - | 0 | 0
li1 | 582 | - | -
met4 | 0 | 22 | 0.704
final cells by class:
type / instances / area, um^2
fillers: 319 / 1410
multi-input cells: 96 / 995
repair buffers: 110 / 956
well taps: 46 / 57.6
what timing repair did:
item                                    4_1_cts  5_1_grt
setup buffers                                 4        2
gates cloned                                  3        0
endpoints found under the setup margin       32       32
hold endpoints to repair                      0        0
gates resized                               198       14
pin swaps                                    54       20
No activity file was given, so power comes from the tool's default toggle rates.
